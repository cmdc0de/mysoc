==> flow/design.v <==
module single_port_ram
	#(
		parameter ADDR_WIDTH = 16
		, parameter DATA_WIDTH = 32
		, parameter DEPTH = 16
	)
	(
		input clk
		, input [ADDR_WIDTH-1:0] addr
		, inout [DATA_WIDTH-1:0] data
		, input cs
		, input we
		, input oe
	);
		reg [DATA_WIDTH-1:0] tmp_data;
		reg [DATA_WIDTH-1:0] mem[DEPTH];
		always @(posedge clk) begin
			if(~cs & ~we & oe) begin 
				mem[addr] <= data;
			end
		end
		always @(posedge clk) begin
			if(~cs & ~oe & we) begin 
				tmp_data <= mem[addr];
			end
		end
		assign data = (~cs & ~oe & we) ? tmp_data : 'hz;
endmodule 
==> flow/run.sh <==
#!/bin/bash
# OpenROAD 26Q1-2900-gdf79404cd8, Yosys 0.63+post, stock flow scripts
make -C /OpenROAD-flow-scripts/flow DESIGN_CONFIG=/design/flow/config.mk WORK_HOME=/design/flow/orfs finish
==> flow/config.mk <==
export PLATFORM = sky130hd
export DESIGN_NAME = single_port_ram
export DESIGN_NICKNAME = single_port_ram
export VERILOG_FILES = /design/flow/design.v
export SDC_FILE = /design/flow/constraint.sdc
export NUM_CORES = 4
export LEC_CHECK = 1
export CORE_UTILIZATION = 50
==> flow/constraint.sdc <==
current_design single_port_ram

set clk_period 6.1
set clk_io_pct 0.2

create_clock -name clk0 -period $clk_period [get_ports {clk}]

set non_clock_inputs [all_inputs -no_clocks]
set_input_delay [expr $clk_period * $clk_io_pct] -clock clk0 $non_clock_inputs
set_output_delay [expr $clk_period * $clk_io_pct] -clock clk0 [all_outputs]
==> notes.md <==
On the backend side, the flow ran end to end.

For the completed layout, the total cell area is recorded as 22700 sq um. The initial utilization of the core area, before any placement, comes to 50.8%. On the critical path the data arrives at 4.22 ns. The transition at the pin with the smallest max-transition slack stands at approximately 1.0 ns.

The routability-driven placement congestion ratio stands at between 0.7 and 0.8. The routed layout has 8826 vias. The average cell area after synthesis stands at 24.0 sq um. The share of synthesized cell area in and, or, nand and nor gates stands at 1.34%. The last timing report of the flow puts the setup violation total at 0. The H-tree depth stands at 2. The via density per instance stands at 6.05. Once placement finished, the instance area stood at roughly 21000 sq um. The largest individual stage delay along the critical path comes from the cell sky130_fd_sc_hd__nor4b_1. The run finished with clean final reports. The worst slew slack as a fraction of its limit stands at 30.0%.

The count of buffer and inverter cells on the critical path stands at 2. The instance tally after logic synthesis stands at 844. The layout filler cell count stands at 2792. In this run the clock root is driven by a sky130_fd_sc_hd__clkbuf_16. The logs give a warning total of 1038. The stage delay of the slowest cell on the critical path stands at 0.90 ns. The multi-input logic area stands at 3770 sq um. The total grt overflow stands at 0.

The synthesized netlist was found by Yosys to have between 800 and 900 cells. In the final layout, flip-flops and latches occupy roughly 16000 sq um. The number of I/O pins stands at around 52. The sequential element share of the synthesized area stands at 80.8%. The minimum period implied by the final worst setup slack stands at a little under 4 ns. The full die area stands at just over 40000 sq um.

The count of maximum capacitance violations stands at 0. The number of placement rows stands at 73. The pin count of the biggest net entering global routing stands at 55. The fraction of synthesized cell area in xor and xnor cells stands at 0%. Global routing used 23.2% of the available tracks. The unique cell type count in the Yosys netlist stands at 17. The area of the mapped netlist stands at about 20000 sq um. Across the routed clock network, the largest skew measured is 0.0159 ns. The total half-perimeter wirelength after legalization and detailed placement stands at 20700 microns. Measured along the y axis, the die boundary spans between 200 and 250 microns. The worst hold path belongs to the class flip-flop to flip-flop.

The post-CTS setup buffer count stands at 0. The core region is 39800 sq um. The die outline width stands at between 200 and 250 microns.

TritonCTS built the clock tree. Warnings reported by Yosys during synthesis add up to 2. The post-cts sizing count stands at 0. The yosys synthesis chip area stands at 20200 sq um. The first detailed-routing pass took 6 iterations.

After clock tree synthesis, the clock-pin slew on the worst setup and hold paths is 0.06 ns. Per STA, the worst path accumulates the most delay in the family simple AND/OR/NAND/NOR gates. In this run the critical path is formed by clkdlybuf4s50_1 > nor4b_1 > nand2_1 > nor2_4 > buf_4.

The leakage power of the design stands at 7.03 nW. The count of pins over their slew limit stands at 0. Looking at the setup timing report, the critical path kind is input port to flip-flop. The number of buffers inserted for hold repair after clock tree synthesis stands at 0.

The number of global-route vias before repair was 10200. The adder and majority cell fraction of the synthesized area stands at 0%. Per the detail_route report, inserted antenna diodes total 0.

The detailed-route DRC error count stands at 0. The mean routed wirelength per cell stands at ~27 microns. The worst-case IR drop observed on VDD is approximately 0.22 mV. The number of antenna-violating nets in the routed design stands at 0. The number of register bits inferred by synthesis stands at 544. The total length of routed wires stands at 40100 microns.

The number of clock buffers inserted by TritonCTS stands at ~52. The number of endpoints with negative hold slack in the final report stands at 0. STA classifies the critical path startpoint as an input port. Dividing total power by cell area gives a power density of between 300 and 400 nW/um^2.

For the worst setup path, the data required time is 6.37 ns. The initial antenna violation count was 0. The first global-routing pass estimated approximately 60000 microns of wire. After synthesis, the largest family of logic cells by area is multiplexers.

The sum of negative setup slack stands at 0 ns. The clock latency of the later-clocked register in the worst-skew pair stands at 0.59 ns. The number of sinks on the clock net stands at 544. The largest fanout of any net on the critical path stands at 20. After layout, the worst path uses 64.7% of the clock period. The area added between synthesis and finish stands at 12.1%.

Setup repair after global routing left no endpoint under its margin. The count of input and output buffers stands at 7. The area fraction in mux cells stands at 14.3%. The maximum operating frequency stands at 0.253 GHz.

In the final layout, the share of cells above drive strength 1 is a little over a quarter. The AND-OR/OR-AND share of the synthesized area stands at 2.38%. After the first detailed-routing iteration, the DRC count stood at around 470. The worst setup path is captured at a flip-flop. Per the CTS log, the buffer count on the longest clock path is 3.
-- registers in the layout, summed over array words and instances, names as in the netlist --
name  count
data     32
mem     512
-- stage by stage --
stage | setup WS [ns] | instances | hold WS, ns | utilization (%) | power, mW
after floorplan | 1.54 | 844 | 0.661 | - | 4.38
after global placement | 1.71 | 1360 | 0.727 | 52.9 | 4.44
after detailed placement | 1.65 | 1360 | 0.728 | 52.9 | 4.45
after CTS | 2.28 | 1458 | 0.746 | 56.9 | 7.46
after global routing | 2.00 | 1458 | 0.777 | 56.9 | 7.63
final | 2.15 | 1458 | 0.741 | 56.9 | 7.39
-- cells in the mapped netlist --
cell,instances,share of area [%]
sky130_fd_sc_hd__edfxtp_1,544,81
sky130_fd_sc_hd__mux4_2,128,14
sky130_fd_sc_hd__a22oi_1,64,2.4
sky130_fd_sc_hd__nand2_1,35,0.65
sky130_fd_sc_hd__clkbuf_1,26,0.48
sky130_fd_sc_hd__nor2_1,13,0.24
sky130_fd_sc_hd__buf_2,10,0.25
sky130_fd_sc_hd__buf_6,8,0.45
sky130_fd_sc_hd__nand2b_1,4,0.12
sky130_fd_sc_hd__nor3_1,4,0.099
sky130_fd_sc_hd__nor2b_1,2,0.062
sky130_fd_sc_hd__and2_1,1,0.031
sky130_fd_sc_hd__buf_1,1,0.019
sky130_fd_sc_hd__buf_4,1,0.037
sky130_fd_sc_hd__nor3b_1,1,0.037
sky130_fd_sc_hd__nor4b_1,1,0.043
sky130_fd_sc_hd__nor4bb_1,1,0.050
-- report_power, final --
part	internal, mW	total, mW	switching [mW]
clock	1.72	3.03	1.31
combinational	0.104	0.230	0.126
sequential	4.10	4.14	0.0339
-- layout make-up --
class,count,area share (%)
well taps,525,2.90
clock buffers,67,6.09
clock inverters,31,0.972
repair buffers,37,1.31
flip-flops and latches,544,72.1
multi-input cells,254,16.6
-- worst paths after layout --
check | from | endpoint | slack [ns] | cells past startpoint
hold reg to reg | mem[6][5]$_DFFE_PP_ | data[5]$_DFFE_PP_ | 0.74 | 3
setup / recovery | cs | mem[9][12]$_DFFE_PP_ | 2.15 | 5
setup reg to reg | mem[3][13]$_DFFE_PP_ | data[13]$_DFFE_PP_ | 4.67 | 3
hold / removal | mem[6][5]$_DFFE_PP_ | data[5]$_DFFE_PP_ | 0.74 | 3
-- tightest hold or removal path: cells and delay by family, from the launching register on --
kind,cells,cell delay [ns]
compound gates,1,0.06
flops,1,0.31
mux,1,0.22
simple gates,1,0.06
-- cell usage in the layout, fill, tap and decap left out, types with 4 or more instances in the layout --
cell	synthesis	layout
sky130_fd_sc_hd__buf_4	1	31
sky130_fd_sc_hd__clkinv_1	0	17
sky130_fd_sc_hd__clkbuf_1	26	14
sky130_fd_sc_hd__nor3_2	0	4
sky130_fd_sc_hd__clkinv_2	0	8
sky130_fd_sc_hd__mux4_2	128	128
sky130_fd_sc_hd__a22oi_1	64	64
sky130_fd_sc_hd__clkbuf_16	0	53
sky130_fd_sc_hd__nand2_1	35	35
sky130_fd_sc_hd__nor2_4	0	13
sky130_fd_sc_hd__clkdlybuf4s50_1	0	5
sky130_fd_sc_hd__nand2b_1	4	4
sky130_fd_sc_hd__edfxtp_1	544	544
-- cells by family after synthesis --
logic type             count (synthesis)
DFF                                  544
muxes                                128
AOI/OAI and AO/OA                     64
and+or+nand+nor                       62
buffers and inverters                 46
-- routing by layer --
metal	up-vias	global-route usage, %	part of all wire, %
li1	3721	-	-
met1	4360	30.2	32
met2	666	32.4	47
met3	77	19.6	18
met4	2	4.59	2.6
met5	-	1.07	0.15
No activity file was given, so power comes from the tool's default toggle rates.
